$ cat ./design.v
module machine (
input               clk                          ,
input               rst_n                        ,
input       [31:0]  rs1_dat_ex                   ,
input       [31:0]  rd_dat                       ,
input               hazard_rs1                   ,
input       [31:0]  pc                           ,
input               system_ex                    ,
input       [ 2:0]  system_funct3_ex             ,
input       [11:0]  system_funct12_ex            ,
output  reg         ecall_bran_take              ,
output  reg         ebreak_bran_take             ,
output  reg         mret_bran_take               ,
output      [31:0]  trap_addr                    ,
output  reg         csrr_rd_en                   ,
output  reg [31:0]  csrr_rd_dat                  ,
input               store_misalign_exception     ,
input       [31:0]  store_misalign_addr          ,
input               load_misalign_exception      ,
input       [31:0]  load_misalign_addr           ,
input               misalign_exception           ,
output  reg         misalign_bran_take           ,
input               jalr_misalign_exception      ,
output  reg         jalr_misalign_bran_take      ,
input               j_misalign_exception         ,
output  reg         j_misalign_bran_take         ,
input               intr                         ,
output  reg         intr_bran_take
);
reg  [31:0] mtvec                        ;                             
reg  [31:0] mcause                       ;                             
reg  [31:0] mepc                         ;                             
reg  [31:0] mstatus                      ;                             
wire        mret_ex                      ;                             
reg  [31:0] mtval                        ;
reg  [31:0] mret_addr                    ;
wire [6:0]  system_funct7_ex = system_funct12_ex[11:5];
assign trap_addr = mret_bran_take ? mret_addr : mtvec;
reg intr_d;
always@(posedge clk or negedge rst_n)
    if(~rst_n) 
        intr_d <= 0;
    else
        intr_d <= intr;
always@(posedge clk or negedge rst_n)
    if(~rst_n) 
        ecall_bran_take <= 0;
    else if(system_ex & system_funct12_ex==0 &&system_funct3_ex==0)
        ecall_bran_take <= 1;
    else
        ecall_bran_take <= 0;
always@(posedge clk or negedge rst_n)
    if(~rst_n) 
        ebreak_bran_take <= 0;
    else if(system_ex & system_funct12_ex==1 &&system_funct3_ex==0)
        ebreak_bran_take <= 1;
    else
        ebreak_bran_take <= 0;
always@(posedge clk or negedge rst_n)
    if(~rst_n) 
        mret_addr <= 0;
    else if(system_ex & system_funct7_ex=='h18 &&system_funct3_ex==0)
        mret_addr <= mepc;
always@(posedge clk or negedge rst_n)
    if(~rst_n) 
        mret_bran_take <= 0;
    else if(system_ex & system_funct7_ex=='h18 &&system_funct3_ex==0)
        mret_bran_take <= 1;
    else
        mret_bran_take <= 0;
reg [31:0] pc_ex;
always@(posedge clk or negedge rst_n)
    if(~rst_n)   pc_ex <= 0;
    else         pc_ex <= pc;
always@(posedge clk or negedge rst_n)
    if(~rst_n) 
        mcause <= 32'h0; 
    else if(system_ex & system_funct12_ex==0 &&system_funct3_ex==0)
        mcause <= 11;
    else if(system_ex & system_funct12_ex==1 &&system_funct3_ex==0) 
        mcause <= 3;
    else if(load_misalign_exception)
        mcause <= 4;
    else if(store_misalign_exception)
        mcause <= 6;
    else if(misalign_exception)
        mcause <= 0;
always@(posedge clk or negedge rst_n)
    if(~rst_n) 
        csrr_rd_en <= 0;
    else if(system_ex &&(system_funct3_ex==2 || system_funct3_ex==1
                                             || system_funct3_ex==7 ))  
        csrr_rd_en <= 1;
    else
        csrr_rd_en <= 0;
always@(posedge clk or negedge rst_n)
    if(~rst_n) 
        csrr_rd_dat <= 0;
    else if(system_ex &&system_funct3_ex==2)
        case (system_funct12_ex)
        12'h300 :  csrr_rd_dat <= mstatus;
        12'h305 :  csrr_rd_dat <= mtvec;
        12'h341 :  csrr_rd_dat <= mepc;
        12'h342 :  csrr_rd_dat <= mcause;
        12'h343 :  csrr_rd_dat <= mtval;
        default:   csrr_rd_dat <= 0;
        endcase
    else
        csrr_rd_dat <= 0;
always@(posedge clk or negedge rst_n)
    if(~rst_n) 
        mtvec <= 4;
    else if(system_ex && (system_funct3_ex==1) && system_funct12_ex == 'h305)
        mtvec <= hazard_rs1 ? rd_dat : rs1_dat_ex;
always@(posedge clk or negedge rst_n)
    if(~rst_n) 
        mstatus <= 0;
    else if(system_ex && (system_funct3_ex==1) && system_funct12_ex == 'h300)
        mstatus <= hazard_rs1 ? rd_dat : rs1_dat_ex;
wire MIE = mstatus[3]; 
always@(posedge clk or negedge rst_n)
    if(~rst_n) 
        mepc <= 0;
    else if(system_ex & system_funct12_ex==0 &&system_funct3_ex==0) 
        mepc <= pc_ex;
    else if(system_ex & system_funct12_ex==1 &&system_funct3_ex==0) 
        mepc <= pc_ex;
    else if(system_ex && (system_funct3_ex==1) && system_funct12_ex == 'h341)
        mepc <= hazard_rs1 ? rd_dat : rs1_dat_ex;
    else if (store_misalign_exception | load_misalign_exception | misalign_exception)
        mepc <= pc_ex;
    else if(intr & ~intr_d & MIE)
        mepc <= pc_ex;
reg j_misalign_exception_ex;
always@(posedge clk or negedge rst_n)
    if(~rst_n) 
        j_misalign_exception_ex <= 0;
    else
        j_misalign_exception_ex <= j_misalign_exception;
always@(posedge clk or negedge rst_n)
    if(~rst_n) 
        j_misalign_bran_take <= 0;
    else if(j_misalign_exception_ex)
        j_misalign_bran_take <= 1;
    else
        j_misalign_bran_take <= 0;
always@(posedge clk or negedge rst_n)
    if(~rst_n) 
        mtval <= 0;
    else if (misalign_exception|jalr_misalign_exception | j_misalign_exception_ex)
        mtval <= pc;
    else if (load_misalign_exception)
        mtval <= load_misalign_addr;
    else if (store_misalign_exception)
        mtval <= store_misalign_addr;
always@(posedge clk or negedge rst_n)
    if(~rst_n) 
        jalr_misalign_bran_take <= 0;
    else if(jalr_misalign_exception)
        jalr_misalign_bran_take <= 1;
    else
        jalr_misalign_bran_take <= 0;
always@(posedge clk or negedge rst_n)
    if(~rst_n) 
        misalign_bran_take <= 0;
    else if(misalign_exception | load_misalign_exception| store_misalign_exception)
        misalign_bran_take <= 1;
    else
        misalign_bran_take <= 0;
always@(posedge clk or negedge rst_n)
    if(~rst_n) 
        intr_bran_take <= 0;
    else if(intr & ~intr_d & MIE)
        intr_bran_take <= 1;
    else
        intr_bran_take <= 0;
endmodule
$ cat ./run.sh
#!/bin/bash
# OpenROAD 26Q1-2900-gdf79404cd8, Yosys 0.63+post, stock flow scripts
make -C /OpenROAD-flow-scripts/flow DESIGN_CONFIG=/design/flow/config.mk WORK_HOME=/design/flow/orfs finish
$ cat ./config.mk
export PLATFORM = sky130hd
export DESIGN_NAME = machine
export DESIGN_NICKNAME = machine
export VERILOG_FILES = /design/flow/design.v
export SDC_FILE = /design/flow/constraint.sdc
export NUM_CORES = 4
export LEC_CHECK = 1
export CORE_UTILIZATION = 30
$ cat ./constraint.sdc
current_design machine

set clk_period 5.8
set clk_io_pct 0.2

create_clock -name clk0 -period $clk_period [get_ports {clk}]

set non_clock_inputs [all_inputs -no_clocks]
set_input_delay [expr $clk_period * $clk_io_pct] -clock clk0 $non_clock_inputs
set_output_delay [expr $clk_period * $clk_io_pct] -clock clk0 [all_outputs]
==> results.py <==
# Auto-generated metrics
metrics = {
    "routing": {
        "route.met2.wl_mm": 15.7,
        "drt-pass1-iter-count": 6,
        "dr.max_layer_used": "met4",
        "viasPerCell": 5.03,
        "postRouteWirelength_mm": 34.0,
        "vias": 8261,
        "route.detailed.drc": 0,
        "first_iter_violations": 488,
        "dr_wl_met3_mm": 2.16,
        "met1Wirelength_mm": 15.6,
        "routedWlPerCell_um": 20.7,
        "ant_nets": 0,
    },
    "place": {
        "dp.final_hpwl_mm": 22.3,
        "port_buffers": 256,
        "gp_congestion": 0.812,
    },
    "synth": {
        "top_cell": "dfrtp_1",
        "synth-main-ff-cell": "dfrtp_1",
        "syn-cell-area_um2": 11100,
        "synth_flops": 238,
        "ys_chip_area_um2": 11100,
        "area_leaders": "dfrtp_1 (54%), mux2_2 (12%), mux2_1 (11%)",
        "ys_types": 44,
        "synthCells": 917,
        "avgSynthCellArea_um2": 12.1,
        "top_area_cell": "dfrtp_1",
        "top_area_share_pct": 53.5,
        "synthArstFlopShare_pct": 100,
        "ys_top_cells_by_count": "dfrtp_1 (237), mux2_2 (118), nand2_1 (109)",
        "yosysCellCount": 917,
        "ys_seq_share_pct": 53.8,
        "synth-edff-count": 0,
        "ys_warn_count": 1,
    },
    "sta": {
        "fin_skew_ps": 9.59,
        "fin_crit_ps": 3760,
        "period_used_pct": 64.9,
        "tightest_slew_ps": 723,
        "rsz0062_at_grt": "false",
        "setup_viol": 0,
        "drv_slew": 0,
        "hold_viol": 0,
        "holdWs_ps": 424,
        "setup_tns_ps": 0,
        "timing.fmax_mhz": 266,
        "relSlewSlack_pct": 51.5,
    },
    "die": {
        "core_area_um2": 36400,
        "chipArea_um2": 37700,
        "initCoreUtil_pct": 30.4,
        "die-height_um": 194,
        "dieWidth_um": 194,
        "rows": 70,
        "boundaryPins": 257,
    },
    "cts": {
        "cts_tree": "yes",
        "clk_latency_ps": 520,
        "cts_root_buf": "clkbuf_16",
        "h-tree-depth": 1,
        "ctsHoldBuffers": 0,
        "ctsResizeCount": 0,
        "cts_sinks": 238,
        "cts_made_buffers": 27,
        "cts.path.max_buffers": 3,
        "clk_pin_slew_ps": 60,
        "post_cts_buffers": 0,
    },
    "power": {
        "power_density_nw_per_um2": 249,
        "ir_drop_mv": 0.187,
        "leakagePower_nw": 6.25,
    },
    "worst_setup_path": {
        "worstPathMaxFanout": 26,
        "worstPathArrival_ps": 4160,
        "worstSetupEndpointType": "flip-flop",
        "worstPathRequired_ps": 6200,
        "startpoint_type": "input pin",
        "critical_path_class": "in -> reg",
    },
    "global_route": {
        "grt_pass1_wl_mm": 53.0,
        "grt_max_degree": 103,
        "grt_antenna_before_repair": 2,
        "grt_remaining_overflow": 0,
        "grt.total_usage_pct": 18.9,
        "grt_pass1_vias": 8640,
    },
    "final_layout": {
        "n_fill_cell": 3383,
        "fin_util_pct": 41.3,
        "area_growth_pct": 35.7,
        "drive_above_1_share_pct": 17.8,
    },
    "job": {
        "max-cap-violations": 0,
        "warnings": 28,
    },
    "run_status": {
        "outcome": "complete, no violations",
    },
    "hold_path": {
        "hold_class": "reg -> reg",
    },
}
[per-layer routing]
| layer | vias to the layer above | GRT usage (%) |
|---|---|---|
| met4 | 0 | 3.70 |
| li1 | 3827 | - |
| met2 | 251 | 28.9 |
| met1 | 4139 | 28.7 |
| met5 | - | 0 |
| met3 | 44 | 3.94 |
[registers in the layout, summed over array words and instances, names as in the netlist]
register	cells
csrr_rd_dat	32
csrr_rd_en	1
ebreak_bran_take	1
ecall_bran_take	1
intr_bran_take	1
intr_d	1
j_misalign_bran_take	1
j_misalign_exception_ex	1
jalr_misalign_bran_take	1
mcause	4
mepc	32
misalign_bran_take	1
mret_addr	32
mret_bran_take	1
mstatus	32
mtval	32
mtvec	32
pc_ex	32
[worst paths after layout]
check / slack [ps] / end / start / cells past startpoint
max in group asynchronous: 3980 / pc_ex[8] / rst_n / 2
min reg2reg: 420 / j_misalign_bran_take / j_misalign_exception_ex / 0
max reg2reg: 3710 / mepc[12] / mstatus[3] / 4
min in group asynchronous: 600 / pc_ex[23] / rst_n / 1
min: 420 / j_misalign_bran_take / j_misalign_exception_ex / 0
max: 2040 / mtvec[8] / system_funct12_ex[5] / 8
[worst max-delay path, cell delays in order]
cell             delay (ps)
clkdlybuf4s50_1         500
or4_1                   560
buf_4                   280
nor4_4                  300
buf_4                   290
nand2_2                 330
buf_4                   370
mux2_1                  350
[logic make-up after synthesis]
family	count (synthesis)	synth area share (%)
muxes	256	25.7
DFF	238	53.8
and+or+nand+nor	196	8.96
AOI/OAI and AO/OA	148	8.61
buffers and inverters	78	2.90
xor gates and xnor gates	1	0.0791
[through the flow]
step	worst slack (ps)	instances	total power, mW	cell area (um^2)
global placement	1540	1590	2.11	14200
detailed placement	1500	1590	2.11	14200
CTS	2040	1639	3.79	15000
global route	1880	1640	3.89	15000
floorplan	2680	917	1.88	11100
finish	2040	1641	3.74	15000
[layout by cell type (no fill, tap or decap), types with 27 or more instances in the layout]
master / netlist / layout
o21ai_0: 65 / 65
mux2_2: 118 / 118
nand2_1: 109 / 109
clkbuf_16: 0 / 27
dfrtp_1: 237 / 236
mux2i_1: 32 / 32
clkdlybuf4s50_1: 0 / 251
mux2_1: 106 / 106
[power by group]
part	switching, mW	total [mW]	internal [mW]
Clock	0.662	1.66	1.00
Combinational	0.152	0.333	0.180
Sequential	0.0300	1.74	1.71
Total	0.844	3.74	2.89
[final cells by class]
cell class	instances	area, um^2	area share (%)
antenna	2	5.00	0.0333
clock buffer	41	768	5.11
clock inverter	8	96.3	0.641
inverter	3	11.3	0.0749
multi-input combinational	601	4870	32.4
sequential	238	5960	39.6
tap	468	586	3.90
timing repair buffer	280	2740	18.2
Power is estimated from default activity; no workload was simulated.
