$ cat ./design.v
module alu(
input                  clk,
input                  rst_n,
input                  hazard_rs1,
input                  hazard_rs2,
input                  hazard_rs_rd,
input                  r_type_ex,
input       [2:0]      r_type_funct3_ex,
input       [6:0]      r_type_funct7_ex,
input                  add_ex,
input                  sub_ex,
input                  alu_rd_val,
input       [4:0]      rd,
input       [31:0]     rd_dat,
input       [31:0]     rs2_dat,
input       [31:0]     rs1_dat_ex,
input       [31:0]     rs2_dat_ex,
input       [31:0]     pc,
input                  lui_ex,
input                  auipc_ex,
input       [19:0]     u_type_imm,
input                  jalr_ex,
output reg  [31:0]     target_addr,
output reg             jalr_bran_take,
input                  i_type_ari_ex,
input       [2:0]      i_type_ari_funct3_ex,
input       [6:0]      i_type_ari_funct7_ex,
input       [31:0]     rs1_dat,
input       [11:0]     imm,
output reg             add_res_val,
output reg  [31:0]     add_res,
input                  store_ex,
input       [2:0]      s_type_store_funct3_ex,
output reg  [31:0]     store_wdat,
output reg             dram_we,
output reg  [2:0]      s_type_store_funct3_wb,
input                  load_ex,
input       [2:0]      i_type_load_funct3_ex,
output reg  [31:0]     dram_addr,
output reg             dram_as,
output reg  [2:0]      i_type_load_funct3_wb,  
output                 load_misalign_exception,
output      [31:0]     load_misalign_addr,
output                 store_misalign_exception,
output      [31:0]     store_misalign_addr,
input                  btype_ex, 
output reg             btype_bran_take, 
input       [2:0]      b_type_funct3_ex,
input                  jal_ex,
input       [20:0]     jal_imm_ex
);
reg   [11:0]     imm_d;
wire  [31:0]     alu_res;
reg   [19:0]     u_type_imm_d;
reg   [31:0]     pc_d;
reg   [31:0]     a;
reg   [31:0]     b;
always@(posedge clk or negedge rst_n)
    if(~rst_n)  pc_d <= 32'b0;
    else        pc_d <= pc;
always@(*) begin
   if((store_ex|load_ex | i_type_ari_ex) & hazard_rs1) begin a=rd_dat; b=$signed({{(20){imm_d[11]}},imm_d}); end
   else if((store_ex|load_ex|i_type_ari_ex))           begin a= rs1_dat_ex; b=$signed({{(20){imm_d[11]}},imm_d});end
   else                                                begin a =0 ; b=0;end
end
wire [31:0] sum = a +b;
always@(posedge clk or negedge rst_n)
    if(~rst_n)  add_res <= 32'b0;
    else if(r_type_ex & hazard_rs2 & hazard_rs1)  
                                         case({r_type_funct7_ex,r_type_funct3_ex})  
                                         {10'b0000000_000}:  add_res <= $signed(rd_dat) + $signed(rd_dat);
                                         {10'b0000000_001}:  add_res <= rd_dat<<rd_dat[4:0];
                                         {10'b0000000_010}:  add_res <= 0;
                                         {10'b0000000_011}:  add_res <= 0;
                                         {10'b0000000_100}:  add_res <= rd_dat^rd_dat;
                                         {10'b0000000_101}:  add_res <= rd_dat>>rd_dat[4:0];
                                         {10'b0000000_110}:  add_res <= rd_dat|rd_dat;
                                         {10'b0000000_111}:  add_res <= rd_dat&rd_dat;
                                         {10'b0100000_000}:  add_res <= 0;
                                         {10'b0100000_101}:  add_res <= ({32{rd_dat[31]}}<<(~rd_dat[4:0]))|rd_dat>>rd_dat[4:0];
                                         endcase
    else if(r_type_ex & hazard_rs2)       
                                         case({r_type_funct7_ex,r_type_funct3_ex})  
                                         {10'b0000000_000}:  add_res <= $signed(rs1_dat_ex) + $signed(rd_dat);
                                         {10'b0000000_001}:  add_res <= rs1_dat_ex<<rd_dat[4:0];
                                         {10'b0000000_010}:  add_res <= $signed(rs1_dat_ex)<$signed(rd_dat) ? 1 :0;
                                         {10'b0000000_011}:  add_res <= (rs1_dat_ex)<(rd_dat) ? 1 :0;
                                         {10'b0000000_100}:  add_res <= rs1_dat_ex^rd_dat;
                                         {10'b0000000_101}:  add_res <= rs1_dat_ex>>rd_dat[4:0];
                                         {10'b0000000_110}:  add_res <= rs1_dat_ex|rd_dat;
                                         {10'b0000000_111}:  add_res <= rs1_dat_ex&rd_dat;
                                         {10'b0100000_000}:  add_res <= $signed(rs1_dat_ex) - $signed(rd_dat);
                                         {10'b0100000_101}:  add_res <= ({32{rs1_dat_ex[31]}}<<(~rd_dat[4:0]))|rs1_dat_ex>>rd_dat[4:0];
                                         endcase
    else if(r_type_ex & hazard_rs1)      
                                         case({r_type_funct7_ex,r_type_funct3_ex})  
                                         {10'b0000000_000}:  add_res <= $signed(rs2_dat_ex) + $signed(rd_dat);
                                         {10'b0000000_001}:  add_res <= rd_dat<<rs2_dat_ex[4:0];
                                         {10'b0000000_010}:  add_res <= $signed(rd_dat)<$signed(rs2_dat_ex) ? 1 :0;
                                         {10'b0000000_011}:  add_res <= (rd_dat)<(rs2_dat_ex) ? 1 :0;
                                         {10'b0000000_100}:  add_res <= rd_dat^rs2_dat_ex;
                                         {10'b0000000_101}:  add_res <= rd_dat>>rs2_dat_ex[4:0];
                                         {10'b0000000_110}:  add_res <= rd_dat|rs2_dat_ex;
                                         {10'b0000000_111}:  add_res <= rd_dat&rs2_dat_ex;
                                         {10'b0100000_000}:  add_res <= $signed(rd_dat) - $signed(rs2_dat_ex);
                                         {10'b0100000_101}:  add_res <= ({32{rd_dat[31]}}<<(~rs2_dat_ex[4:0]))|rd_dat>>rs2_dat_ex[4:0];
                                         endcase
    else if(r_type_ex)        
                                         case({r_type_funct7_ex,r_type_funct3_ex})  
                                         {10'b0000000_000}:  add_res <= $signed(rs1_dat_ex) + $signed(rs2_dat_ex);
                                         {10'b0000000_001}:  add_res <= rs1_dat_ex<<rs2_dat_ex[4:0];
                                         {10'b0000000_010}:  add_res <= $signed(rs1_dat_ex)<$signed(rs2_dat_ex) ? 1 :0;
                                         {10'b0000000_011}:  add_res <= (rs1_dat_ex)<(rs2_dat_ex) ? 1 :0;
                                         {10'b0000000_100}:  add_res <= rs1_dat_ex^rs2_dat_ex;
                                         {10'b0000000_101}:  add_res <= rs1_dat_ex>>rs2_dat_ex[4:0];
                                         {10'b0000000_110}:  add_res <= rs1_dat_ex|rs2_dat_ex;
                                         {10'b0000000_111}:  add_res <= rs1_dat_ex&rs2_dat_ex;
                                         {10'b0100000_000}:  add_res <= $signed(rs1_dat_ex) - $signed(rs2_dat_ex);
                                         {10'b0100000_101}:  add_res <= ({32{rs1_dat_ex[31]}}<<(~rs2_dat_ex[4:0]))|rs1_dat_ex>>rs2_dat_ex[4:0];
                                         endcase
    else if(i_type_ari_ex)        
                                         case({i_type_ari_funct7_ex,i_type_ari_funct3_ex})  
                                         {10'b0000000_000}:  add_res <= $signed(a) + $signed(b);
                                         {10'b0000000_001}:  add_res <= a<<b[4:0];
                                         {10'b0000000_010}:  add_res <= $signed(a)<$signed(b) ? 1 :0;
                                         {10'b0000000_011}:  add_res <= (a)<(b) ? 1 :0;
                                         {10'b0000000_100}:  add_res <= a^b;
                                         {10'b0000000_101}:  add_res <= a>>b[4:0];
                                         {10'b0000000_110}:  add_res <= a|b;
                                         {10'b0000000_111}:  add_res <= a&b;
                                         {10'b0100000_101}:  add_res <= ({32{a[31]}}<<(~b[4:0]))|a>>b[4:0];
                                         endcase
    else if(lui_ex)                   add_res <= {u_type_imm_d,12'b0};
    else if(auipc_ex)                 add_res <= {u_type_imm_d,12'b0} + pc_d;
    else if(jalr_ex | jal_ex )        add_res <= $signed(4) + $signed(pc_d);
always@(posedge clk or negedge rst_n)
    if(~rst_n)  target_addr <= 32'b0;
    else if(jalr_ex & hazard_rs1)        target_addr <= $signed(rd_dat) + $signed({{(20){imm_d[11]}},imm_d});
    else if(jalr_ex )                    target_addr <= $signed(rs1_dat_ex) + $signed({{(20){imm_d[11]}},imm_d});
always@(posedge clk or negedge rst_n)
    if(~rst_n)  store_wdat <= 32'b0;
    else if(store_ex & hazard_rs2)       store_wdat <= $signed(rd_dat);
    else if(store_ex)                    store_wdat <= $signed(rs2_dat_ex) ;
always@(posedge clk or negedge rst_n)
    if(~rst_n)                           begin s_type_store_funct3_wb <= 1'b0; dram_we <= 1'b0;end
    else if(store_ex & ~store_misalign_exception)  begin     s_type_store_funct3_wb <= s_type_store_funct3_ex; dram_we <= 1'b1;end
    else                                 begin s_type_store_funct3_wb <= 0;    dram_we <= 1'b0;end
always@(posedge clk or negedge rst_n)
    if(~rst_n)                           dram_addr <= 32'b0;
    else if(load_ex)                     dram_addr <= sum;
    else if(store_ex)                    dram_addr <= sum;
always@(posedge clk or negedge rst_n)
    if(~rst_n)  dram_as <= 1'b0;
    else if(load_ex & hazard_rs1 & ~load_misalign_exception)        dram_as <= 1;
    else if(load_ex & ~load_misalign_exception)                     dram_as <= 1;
    else                                                            dram_as <= 0;
always@(posedge clk or negedge rst_n)
    if(~rst_n)                           i_type_load_funct3_wb <= 1'b0;
    else if(load_ex & hazard_rs1)        i_type_load_funct3_wb <= i_type_load_funct3_ex;
    else if(load_ex)                     i_type_load_funct3_wb <= i_type_load_funct3_ex;
    else                                 i_type_load_funct3_wb <= 0;
assign load_misalign_exception = ( i_type_load_funct3_ex == 2 & (|sum[1:0]) ) |   
                                 ( i_type_load_funct3_ex == 1 & (sum[0])    ) |   
                                 ( i_type_load_funct3_ex == 5 & (sum[0])    );    
assign load_misalign_addr      = sum;
assign store_misalign_exception= ( s_type_store_funct3_ex == 2 & (|sum[1:0]) ) |  
                                 ( s_type_store_funct3_ex == 1 & (sum[0])    );   
assign store_misalign_addr     = sum;
always@(posedge clk or negedge rst_n)
    if(~rst_n)                           jalr_bran_take <= 1'b0;
    else if(jalr_ex & hazard_rs1)        jalr_bran_take <= 1'b1;
    else if(jalr_ex )                    jalr_bran_take <= 1'b1; 
    else                                 jalr_bran_take <= 1'b0; 
always@(posedge clk or negedge rst_n)
    if(~rst_n)                           add_res_val <= 1'b0;
    else if(i_type_ari_ex )              add_res_val <= 1'b1;
    else if(r_type_ex)                   add_res_val <= 1'b1;
    else if(lui_ex | auipc_ex)           add_res_val <= 1'b1;
    else if(jalr_ex | jal_ex)            add_res_val <= 1'b1;
    else                                 add_res_val <= 1'b0;
always@(posedge clk or negedge rst_n)
    if(~rst_n) begin
        imm_d        <= 11'b0;
        u_type_imm_d <= 20'b0;
    end else begin
        imm_d        <= imm;
        u_type_imm_d <= u_type_imm;
    end
always@(posedge clk or negedge rst_n)
    if(~rst_n)  
         btype_bran_take <= 1'b0;
    else if(btype_ex & hazard_rs2 & hazard_rs1)
         btype_bran_take <= 1'b1;
    else if(btype_ex & hazard_rs2 ) begin
         case(b_type_funct3_ex)
         3'b000:
             btype_bran_take <=  $signed(rs1_dat_ex) == $signed(rd_dat);
         3'b001:
             btype_bran_take <=  $signed(rs1_dat_ex) != $signed(rd_dat);
         3'b100:
             btype_bran_take <=  $signed(rs1_dat_ex) < $signed(rd_dat); 
         3'b101:
             btype_bran_take <=  $signed(rs1_dat_ex) >= $signed(rd_dat);
         3'b110:
             btype_bran_take <=  (rs1_dat_ex) < (rd_dat); 
         3'b111:
             btype_bran_take <=  rs1_dat_ex >= rd_dat;  
         default:
             btype_bran_take <=  $signed(rs1_dat_ex) >= $signed(rd_dat);
         endcase
   end else if(btype_ex & hazard_rs1) begin 
         case(b_type_funct3_ex)
         3'b000:
             btype_bran_take <=  $signed(rd_dat) == $signed(rs2_dat_ex);
         3'b001:
             btype_bran_take <=  $signed(rd_dat) != $signed(rs2_dat_ex);
         3'b100:
             btype_bran_take <=  $signed(rd_dat) < $signed(rs2_dat_ex);
         3'b101:
             btype_bran_take <=  $signed(rd_dat) >= $signed(rs2_dat_ex);
         3'b110:
             btype_bran_take <=  (rd_dat) < (rs2_dat_ex);
         3'b111:
             btype_bran_take <=  rd_dat >= rs2_dat_ex;
         default:
             btype_bran_take <=  $signed(rd_dat) >= $signed(rs2_dat_ex);
         endcase
   end else if(btype_ex)begin 
         case(b_type_funct3_ex)
         3'b000:
             btype_bran_take <=  $signed(rs1_dat_ex) == $signed(rs2_dat_ex);
         3'b001:
             btype_bran_take <=  $signed(rs1_dat_ex) != $signed(rs2_dat_ex);
         3'b100:
             btype_bran_take <=  $signed(rs1_dat_ex) < $signed(rs2_dat_ex);
         3'b101:
             btype_bran_take <=  $signed(rs1_dat_ex) >= $signed(rs2_dat_ex);
         3'b110:
             btype_bran_take <=  (rs1_dat_ex) < (rs2_dat_ex);
         3'b111:
             btype_bran_take <=  (rs1_dat_ex) >= (rs2_dat_ex);
         default:
             btype_bran_take <=  $signed(rs1_dat_ex) >= $signed(rs2_dat_ex);
         endcase
   end else
         btype_bran_take <= 1'b0;
endmodule
$ cat ./run.sh
#!/bin/bash
# OpenROAD 26Q1-2900-gdf79404cd8, Yosys 0.63+post, stock flow scripts
make -C /OpenROAD-flow-scripts/flow DESIGN_CONFIG=/design/flow/config.mk WORK_HOME=/design/flow/orfs finish
$ cat ./config.mk
export PLATFORM = sky130hd
export DESIGN_NAME = alu
export DESIGN_NICKNAME = alu
export VERILOG_FILES = /design/flow/design.v
export SDC_FILE = /design/flow/constraint.sdc
export NUM_CORES = 4
export LEC_CHECK = 1
export CORE_UTILIZATION = 50
$ cat ./constraint.sdc
current_design alu

set clk_period 14.4
set clk_io_pct 0.2

create_clock -name clk0 -period $clk_period [get_ports {clk}]

set non_clock_inputs [all_inputs -no_clocks]
set_input_delay [expr $clk_period * $clk_io_pct] -clock clk0 $non_clock_inputs
set_output_delay [expr $clk_period * $clk_io_pct] -clock clk0 [all_outputs]
==> notes.md <==
The tools report the relative contribution of combinational cells to total power as 0.579. Per the OpenROAD floorplan log, the width of the die is 280.4 um. The highest clock rate this design can be run at is 84.19 MHz. The synthesized design spends more area on one cell type than any other, namely sky130_fd_sc_hd__ha_1.

The run gives 0.8248 for the final worst-path cycle share. The run gives 0.09339 for the max-slew headroom at the worst pin. The kind of cell with the highest combined delay along the critical path is AND-OR/OR-AND gates. The area fraction of the dominant cell type after synthesis was 0.1404. The worst setup path is of the in2out kind. The tree built by TritonCTS fans out to 203 sinks.

IR analysis of the VDD net gives a maximum drop of 136.0 uV. The run finished with clean final reports. Once layout is complete, the cells apart from fillers number 6861.

The vertical die dimension reported for this design is 280.4 um. Nets still carrying antenna violations after routing amount to 0. TritonCTS built the clock tree. The number of instances in the synthesized netlist was 5569. Setup repair after global routing left no endpoint under its margin. The pre-placement core utilization came out at 0.5079.

With the area of the mapped netlist at 38760 sq um, the final number of setup-violating endpoints is 0. Per the final report, max-transition violations number 0. The tools report the buffer cell driving the clock tree root as sky130_fd_sc_hd__clkbuf_16. The critical path maximum fanout is 40. The transition time recorded at the tightest slew-check pin is 1350 ps.

The part of the total power dissipated in sequential elements came out at 0.204. The wire length of the first global-routing pass is 311.0 mm, and the number of iterations in the first detailed-routing pass is 10. Per the Yosys statistics, synthesis produced 5569 cells. Using the TritonRoute via totals, the vias-per-cell ratio works out to 7.032. Worst-path cell with the longest stage delay: sky130_fd_sc_hd__mux2i_1. The synthesis-to-layout area growth was 16.41%. The most common cell in the synthesized netlist is sky130_fd_sc_hd__nor2_1.

The run gives 0 for the number of synthesized flops with an enable pin. The most frequent cell on the critical path is sky130_fd_sc_hd__o21ai_0. As reported, the later end of the worst-skew pair has a clock insertion delay of 630 ps. Total length of routed wires: 220.7 mm. Entering global routing, the biggest net connects 63 pins.

The most used flip-flop cell after synthesis is sky130_fd_sc_hd__dfrtp_1. For this design, the CTS-stage hold fixing added 0 buffers. STA classifies the critical path startpoint as an input port. Post-CTS timing repair inserted 0 buffers for setup. The required arrival time at the worst endpoint came out at 11520 ps. The tools report the post-route DRC violation count as 0. Dividing total power by cell area gives a power density of 80.06 nW/um^2.

As logged by OpenROAD, the buffers inserted on ports number 406. Internal power comes to 1.947 mW. The number of distinct library cells after synthesis was 106. The run gives 27 as the number of buffers created by CTS. The stat command in Yosys gives a chip area of 38760 sq um. The highest signal layer in the routed design was met5. The final route contains 48.25k vias. The timing report notes that buffer and inverter cells on the critical path total 3. With the post-synthesis sequential element count at 203, the fraction of final layout cells with drive strength greater than 1 is 0.07908.

The region available for standard cell placement spans 76330 sq um. The run gives 19.20 nW as the leakage power summed over all cells. After detailed routing, the met3 layer carries 37.28 mm of wire. The run gives 78650 sq um for the total die size. The half-perimeter wire length of the detailed placement result was 167.5 mm. The met2 routed wirelength was 83.61 mm. The net switching fraction of the power is 0.4610, and the async set-reset flop share out of synthesis is 1.000.

The count of warnings emitted by yosys is 1, and the initial antenna violation count is 18. The floorplan has 101 rows. The number of maximum-capacitance violations recorded for the run is 0. The classification of the worst-slack hold path is reg2reg. The logs give a warning total of 376.

The detailed placer reported the number of placed instances as 6796. For reference, the critical path cell chain is buf_4 -> buf_4 -> mux2i_1 -> nor2_1 -> ha_1 -> o21ai_0 -> a21boi_0 -> o21ai_0 -> a21o_1 -> o21ai_0 -> a41oi_1 -> o31ai_1 -> nor2b_1 -> o21ai_0 -> a21oi_1 -> o41ai_1 -> xnor2_1 -> clkdlybuf4s50_1. The final setup TNS was 0 ps; the highest cell delay on the worst timing path was 810 ps.

Register area share after synthesis: 0.1310. The final hold violation count recorded for this run is 0. No sink is reached through more buffers than the 3 on the longest clock path. The run gives 6.961 sq um for the average instance area after synthesis. After synthesis, the cell types taking the most area are sky130_fd_sc_hd__ha_1, sky130_fd_sc_hd__dfrtp_1, sky130_fd_sc_hd__a21oi_1. In this run the power spent charging and discharging nets is 1.666 mW.

The final timing report lists clock skew as 19.34 ps. With the average routed wire per standard cell at 32.17 um, the DRC violation total after the first TritonRoute iteration is 6923. In the CTS report, the clock slew at the register clock pins of the worst setup and hold paths is listed as 60 ps. Routability-driven placement finished with a final weighted congestion of 1.190.

For the overflow left after global routing, the log shows 0. Sorting the synthesized cells by how often they occur yields sky130_fd_sc_hd__nor2_1, sky130_fd_sc_hd__a21oi_1, sky130_fd_sc_hd__nand2_1. The number of global-route vias before repair is 43.40k. The detailed router put a total of 79.69 mm of wire on met1. Data arrives at the worst endpoint at 9000 ps.

The run gives 1 as the H-tree depth. The post-layout minimum cycle time is 11880 ps. 501 I/O pins were placed. The aggregate global-route resource usage is 0.5595, and the clock group share of total power is 0.216. The tools report the type of element capturing the critical path as an output pin. The tools report the number of inserted filler cells in the final layout as 6982. Once the clock tree was built, the resizer swapped 0 gates to a different size.
==> per-layer routing <==
layer  global-route usage  up-vias
li1                     -    20870
met1               0.7056    22320
met3               0.2853      966
met2               0.7327     4074
met5              0.02189        -
met4               0.3863       14
==> through the flow <==
stage | power (mW) | util | instance area, sq um | hold WS (ps) | setup slack (ps)
final | 3.613 | 0.5912 | 45130 | 483.3 | 2522
after global routing | 3.743 | 0.5908 | 45100 | 517.2 | 2283
after CTS | 3.515 | 0.5906 | 45080 | 481.0 | 2809
after detailed placement | 2.707 | 0.5777 | 44090 | 468.5 | 2812
after global placement | 2.687 | 0.5777 | 44090 | 460.9 | 2866
after floorplan | 1.798 | - | 38760 | 418.8 | 4037
==> layout make-up <==
cell class | count | area [sq um] | area share
Sequential cell | 203 | 5080 | 0.1126
Inverter | 300 | 1126 | 0.02495
Tap cell | 1030 | 1289 | 0.02856
Multi-Input combinational cell | 4628 | 30850 | 0.6836
Timing Repair Buffer | 636 | 5759 | 0.1276
Clock buffer | 30 | 706.9 | 0.01567
Clock inverter | 20 | 281.5 | 0.006239
Antenna cell | 14 | 35.03 | 0.0007764
==> sequential cells by signal, summed over array words and instances (netlist names), 3 cells and up <==
register                flops
add_res                    32
dram_addr                  32
pc_d                       32
store_wdat                 32
target_addr                32
u_type_imm_d               20
imm_d                      12
i_type_load_funct3_wb       3
s_type_store_funct3_wb      3
==> layout by cell type (no fill, tap or decap), types with 119 or more instances in the layout <==
cell type and count:
sky130_fd_sc_hd__inv_1 297, sky130_fd_sc_hd__nor2_1 587, sky130_fd_sc_hd__o21ai_0 528, sky130_fd_sc_hd__clkdlybuf4s50_1 396, sky130_fd_sc_hd__xnor2_1 119, sky130_fd_sc_hd__nand2_1 533, sky130_fd_sc_hd__dfrtp_1 203, sky130_fd_sc_hd__buf_4 231
sky130_fd_sc_hd__ha_1 435, sky130_fd_sc_hd__a21oi_1 562, sky130_fd_sc_hd__mux2i_1 158, sky130_fd_sc_hd__nor3_1 120
==> power groups by stage <==
| stage | registers, mW | clock network [mW] | logic, mW |
|---|---|---|---|
| after CTS | 0.735 | 0.790 | 1.99 |
| final | 0.738 | 0.782 | 2.09 |
| after global routing | 0.745 | 0.806 | 2.19 |
==> tightest hold or removal path, delay by kind of cell, from the launching register on <==
kind,cells,cell delay [ps]
and+or+nand+nor,1,60
DFF,1,340
AOI/OAI and AO/OA,1,60
==> path summary, 6_finish.rpt <==
kind	endpoint	slack [ps]	start	cells past startpoint
worst max-delay path	store_misalign_addr[31]	2520	hazard_rs1	18
worst max register to register	add_res[20]	8370	imm_d[1]	14
worst min register to register	dram_addr[29]	480	dram_addr[29]	2
worst min-delay path	dram_addr[29]	480	dram_addr[29]	2
max in group asynchronous	pc_d[29]	10690	rst_n	3
min in group asynchronous	imm_d[5]	2150	rst_n	1
==> logic make-up (layout without fill, tap and decap cells) <==
logic type | count (synthesis) | count (layout) | share of synthesized area
compound gates | 2070 | 2070 | 0.3427
simple gates | 1702 | 1702 | 0.1998
buf+inv | 738 | 986 | 0.07643
fa+ha+maj | 444 | 444 | 0.1451
mux | 240 | 240 | 0.06604
flops | 203 | 203 | 0.1310
xor+xnor | 172 | 172 | 0.03886
other cells | 0 | 14 | 0
Power and IR drop assume default switching activity.
