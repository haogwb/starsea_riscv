`flow/design.v`:
```
module id(
input                clk                          ,
input                rst_n                        ,
input      [31:0]    inst                         ,
output     [ 4:0]    rs1                          ,
output     [ 4:0]    rs2                          ,
output reg [ 4:0]    rs1_ex                       ,
output reg [ 4:0]    rs2_ex                       ,
output reg [ 4:0]    rd_ex                        ,
input      [31:0]    rs1_din                      ,
input      [31:0]    rs2_din                      ,
output     [ 4:0]    rd                           ,
output               rd_val                       ,
output     [31:0]    rd_dat                       ,
output               sw_en                        ,
output     [11:0]    si_type_imm                  ,
output reg           store_ex                     ,
output reg [ 2:0]    s_type_store_funct3_ex       ,
output reg           load_ex                      ,
output reg [ 2:0]    i_type_load_funct3_ex        ,
output reg           i_type_ari_ex                ,
output reg [ 2:0]    i_type_ari_funct3_ex         ,
output reg [ 6:0]    i_type_ari_funct7_ex         ,
output reg           r_type_ex                    ,
output reg [ 2:0]    r_type_funct3_ex             ,
output reg [ 6:0]    r_type_funct7_ex             ,
output reg           lui_ex                       ,
output reg           auipc_ex                     ,
output     [19:0]    u_type_imm                   ,
output               jal_inst                     ,
output reg           jal_ex                       ,
output     [20:0]    jal_imm                      ,
output reg [20:0]    jal_imm_ex                   ,
output reg           jalr_ex                      ,
output               jalr_inst                    ,
output reg [ 2:0]    b_type_funct3_ex             ,
output               btype_inst                   ,
output reg           btype_ex                     ,
output reg [12:0]    b_type_imm_ex                ,
output     [12:0]    pc_off                       ,
output reg           system_ex                    ,
output reg [ 2:0]    system_funct3_ex             ,
output reg [11:0]    system_funct12_ex
);
wire [ 6:0] opcode                       ;                             
wire [ 2:0] funct3                       ;                             
wire [ 6:0] funct7                       ;                             
wire [12:0] funct12                      ;                             
wire        r_type                       ;                             
wire        s_type                       ;                             
wire        u_type_lui                   ;                             
wire        u_type_auipc                 ;                             
wire        b_type                       ;                             
wire        j_type                       ;
assign opcode       = inst[6:0];                                                                                       
assign funct3       = inst[14:12];
assign funct7       = inst[31:25];
assign funct12      = inst[31:20];
assign r_type       = opcode == 7'b0110011 ? 1 : 0;
assign s_type       = opcode == 7'b0100011 ? 1 : 0;
assign i_type       = opcode == 7'b0000011 | opcode == 7'b0010011 | opcode == 7'b1100111;
assign u_type_lui   = opcode == 7'b0110111;
assign u_type_auipc = opcode == 7'b0010111;
assign b_type       = opcode == 7'b1100011;
assign j_type       = opcode == 7'b1101111;
assign rd           = b_type | s_type ? 0 :inst[11:7];
assign rd_val       = 1'b0;
assign u_type_imm   = u_type_lui | u_type_auipc ? inst[31:12] : 0;
assign jal_imm      = j_type ? {inst[31],inst[19:12],inst[20],inst[30:21],1'b0} : 0;
always@(posedge clk or negedge rst_n)
    if(~rst_n) jal_ex <= 0;
    else       jal_ex <= jal_inst;
always@(posedge clk or negedge rst_n)
    if(~rst_n) jal_imm_ex <= 0;
    else       jal_imm_ex <= jal_imm;
wire [11:0] s_type_imm = s_type ? {inst[31:25],inst[11:7]} :0;
assign      sw_en = funct3 == 3'b010 ;
assign      rs1 = u_type_lui | j_type? 0 : inst[19:15];
assign      rs2 = i_type | j_type? 0 : inst[24:20];
always@(posedge clk or negedge rst_n)
    if(~rst_n) i_type_ari_ex <= 0;
    else       i_type_ari_ex <= opcode == 7'b0010011 ;  
always@(posedge clk or negedge rst_n)
    if(~rst_n) i_type_ari_funct3_ex <= 0;
    else       i_type_ari_funct3_ex <= (opcode == 7'b0010011) ? funct3 : 0;  
always@(posedge clk or negedge rst_n)
    if(~rst_n) i_type_ari_funct7_ex <= 0;
    else       i_type_ari_funct7_ex <= (opcode == 7'b0010011)&&(funct3==3'b001 || funct3==3'b101) ? funct7 : 0;  
always@(posedge clk or negedge rst_n)
    if(~rst_n) load_ex <= 0;
    else       load_ex <= opcode == 7'b0000011;  
always@(posedge clk or negedge rst_n)
    if(~rst_n) i_type_load_funct3_ex <= 0;
    else       i_type_load_funct3_ex <= (opcode == 7'b0000011) ? funct3 : 0;  
always@(posedge clk or negedge rst_n)
    if(~rst_n) store_ex <= 0;
    else       store_ex <= s_type;
always@(posedge clk or negedge rst_n)
    if(~rst_n) s_type_store_funct3_ex <= 0;
    else       s_type_store_funct3_ex <= s_type ? funct3 : 0;  
wire[11:0] i_type_imm  = i_type ? inst[31:20] : 0;
assign     si_type_imm = s_type_imm | i_type_imm;
always@(posedge clk or negedge rst_n)
    if(~rst_n) lui_ex <= 0;
    else       lui_ex <= u_type_lui;
always@(posedge clk or negedge rst_n)
    if(~rst_n) auipc_ex <= 0;
    else       auipc_ex <= u_type_auipc;
always@(posedge clk or negedge rst_n)
    if(~rst_n) r_type_ex <= 0;
    else       r_type_ex <= r_type ;
always@(posedge clk or negedge rst_n)
    if(~rst_n) r_type_funct3_ex <= 0;
    else       r_type_funct3_ex <= r_type ? funct3 : 0;
always@(posedge clk or negedge rst_n)
    if(~rst_n) r_type_funct7_ex <= 0;
    else       r_type_funct7_ex <= r_type ? funct7 : 0;
assign jalr_inst =  opcode == 7'b1100111 & funct3 == 3'b000;  
always@(posedge clk or negedge rst_n)
    if(~rst_n) jalr_ex <= 0;
    else       jalr_ex <= jalr_inst;
assign jal_inst = j_type;
always@(posedge clk or negedge rst_n)
    if(~rst_n) begin rd_ex <= 0; rs1_ex <= 0;   rs2_ex <= 0; end
    else       begin rd_ex <= rd;rs1_ex <= rs1; rs2_ex <= rs2; end
wire [12:0] b_type_imm = b_type ? {inst[31],inst[7],inst[30:25],inst[11:8],1'b0} : 0;
assign pc_off = b_type_imm;
assign btype_inst = b_type;
always@(posedge clk or negedge rst_n)
    if(~rst_n) btype_ex <= 0;
    else       btype_ex <= btype_inst;
always@(posedge clk or negedge rst_n)
    if(~rst_n) b_type_funct3_ex <= 0;
    else       b_type_funct3_ex <= funct3 ;
always@(posedge clk or negedge rst_n)
    if(~rst_n) b_type_imm_ex <= 0;
    else       b_type_imm_ex <= b_type_imm;
always@(posedge clk or negedge rst_n)
    if(~rst_n) system_ex <= 0;
    else       system_ex <= opcode == 'h73;
always@(posedge clk or negedge rst_n)
    if(~rst_n) system_funct12_ex <= 0;
    else       system_funct12_ex <=  funct12;
always@(posedge clk or negedge rst_n)
    if(~rst_n) system_funct3_ex <= 0;
    else       system_funct3_ex <=  funct3;
endmodule
```
`flow/run.sh`:
```
#!/bin/bash
# OpenROAD 26Q1-2900-gdf79404cd8, Yosys 0.63+post, stock flow scripts
make -C /OpenROAD-flow-scripts/flow DESIGN_CONFIG=/design/flow/config.mk WORK_HOME=/design/flow/orfs finish
```
`flow/config.mk`:
```
export PLATFORM = sky130hd
export DESIGN_NAME = id
export DESIGN_NICKNAME = id
export VERILOG_FILES = /design/flow/design.v
export SDC_FILE = /design/flow/constraint.sdc
export NUM_CORES = 4
export LEC_CHECK = 1
export CORE_AREA = 10 10 192 192
export DIE_AREA = 0 0 202 202
```
`flow/constraint.sdc`:
```
current_design id

set clk_period 5.2
set clk_io_pct 0.2

create_clock -name clk0 -period $clk_period [get_ports {clk}]

set non_clock_inputs [all_inputs -no_clocks]
set_input_delay [expr $clk_period * $clk_io_pct] -clock clk0 $non_clock_inputs
set_output_delay [expr $clk_period * $clk_io_pct] -clock clk0 [all_outputs]
```
==> ci_impl_report.md <==
### Flow metrics

| Metric | Value |
|---|---|
| Outcome | `finished clean` |
| Initial DRC count | `127` |
| GRT busiest layer | `met2` |
| Placement Setup Slack | `0.734 ns` |
| Grt met1 use | `9.37%` |
| Yosys stat area | `3790 sq um` |
| Top cells, area | `dfrtp_1 (65%), and2_1 (13%), buf_4 (7.9%), and3_1 (2.0%), a21boi_1 (1.2%)` |
| Total of fill cells in the finished design | `3487` |
| CP top delay family | `buffers and inverters` |
| Crit path max-delay cell type | `clkdlybuf4s50_1` |
| GR Util All Layers | `7.98%` |
| CP max FO | `10` |
| Synth area leader | `dfrtp_1` |
| Total die size | `40800 sq um` |
| Core area | `32600 sq um` |
| DRC viols | `0` |
| Row count | `66` |
| Cells after synthesis | `287` |
| CP endpoint kind | `output port` |
| Final setup vio count | `0` |
| Worst path cell trace | `clkdlybuf4s50_1, or2_1, o22a_1, and2_1, clkdlybuf4s50_1` |
| GRT met3 Usage | `4.20%` |
| Vias per Instance | `2.96` |
| Vias in the first global route | `3048` |
| Hold Slack | `0.678 ns` |
| Count leader, synth | `dfrtp_1` |
| Worst-Margin Slew | `0.691 ns` |
| FF+latch count, synth | `98` |
| H-tree level count | `3` |
| Worst vdd ir | `0.154 mV` |
| Hold WC Path Type | `in2async` |
| Postcts setup bufs | `0` |
| DPL Wire Length | `13.3 mm` |
| Most instantiated cells after synthesis | `dfrtp_1 (98), and2_1 (76), buf_4 (40)` |
| Routed WL per cell | `17.2 um` |
| Hold-fix buffers, CTS | `0` |
| Worst-path clk slew | `0.07 ns` |
| Fin crit share | `84.9%` |
| Crit path buf inv count | `2` |
| Post_cts resized | `0` |
| Crit path DRT | `4.16 ns` |
| Cells in synth_stat.txt | `287` |
| CP max stage delay | `0.77 ns` |
| Area of the mapped netlist | `3790 sq um` |
| CTS tree | `built` |
| DRT antenna net count | `0` |
| Worst setup margin | `0.787 ns` |
| Num CTS Buffers | `9` |
| Asr flop ratio synth | `100%` |
| Routability Congestion | `0.754` |
| Setup crit start kind | `input pin` |
| Area leader share | `64.7%` |
| Synth warn | `34` |
| Period minus WS final | `4.41 ns` |
| DR pass1 iterations | `4` |
| Max-Cap Viols | `0` |
| Fin Setup TNS | `0 ns` |
| Top cell by count, worst path | `clkdlybuf4s50_1` |
| Static Leak | `2.82 nW` |
| Number of OpenROAD warnings | `89` |
| RSZ-0062 raised after global routing | `false` |
| Worst path depth | `5` |
| PortBufs | `217` |
| Worst Setup SP | `inst[6]` |
| Predominant post-synthesis flop cell | `dfrtp_1` |
| Power Dens Cells | `238 nW/um^2` |
| Synth-to-Final Area Change | `75.6%` |
| Detailed-route via count | `2837` |
| Final Cell Area | `6660 sq um` |
| Ports | `319` |
| GR Overflow Total | `0` |
| Final Hold Violating Endpoints | `0` |
| Cell Type Count | `36` |
| Placed cell areas | `6360 sq um` |
| Worst EP arrival | `3.37 ns` |
| Vert. Die Dim | `202 um` |
| Num Clock Sinks | `98` |
| Max Fclk | `227 MHz` |
| Root buffer cell | `clkbuf_16` |
| Seq share, synth | `64.7%` |
| Initial antenna violation count | `6` |
| EDFF count, synth | `0` |
| FP Core Util | `11.6%` |
| Clk buf depth | `2` |
| First-pass GRT wire length | `23.2 mm` |
| GR Layer Usage met2 | `13.2%` |
| Setup CP Type | `in2out` |
| Largest net degree at the start of global routing | `53` |
| Headroom to the max-slew limit | `53.9%` |
| Ratio of cells with drive above 1 in the final layout | `7.77%` |
| Fin. max-slew vios | `0` |
| Mean post-synth cell area | `13.2 sq um` |
| Die width | `202 um` |
| Post-detailed-routing wire length | `16.5 mm` |
state kept, by name, indices dropped and copies added (netlist names), 3 cells and up:
register,cells
jal_imm_ex,20
b_type_imm_ex,12
system_funct12_ex,12
i_type_ari_funct7_ex,7
r_type_funct7_ex,7
rd_ex,5
rs1_ex,5
rs2_ex,5
i_type_ari_funct3_ex,3
i_type_load_funct3_ex,3
r_type_funct3_ex,3
s_type_store_funct3_ex,3
system_funct3_ex,3
layer usage:
layer	part of all wire [%]	routed length [um]
met3	11	1840
met5	0.16	26
met4	1.1	183
met1	40	6600
met2	48	7880
through the flow:
| stage | power (mW) | utilization, % | cells |
|---|---|---|---|
| 6_report | 1.58 | 20.4 | 960 |
| 2_1_floorplan | 0.834 | - | 323 |
| 5_1_grt | 1.66 | 20.4 | 957 |
| 3_5_place_dp | 0.939 | 19.5 | 941 |
| 4_1_cts | 1.63 | 20.4 | 957 |
| 3_3_place_gp | 0.939 | 19.5 | 941 |
report_power, final:
part	internal [mW]	total, mW	switching, mW
Clock	0.343	0.665	0.322
Combinational	0.0752	0.138	0.0632
Sequential	0.776	0.779	0.00336
final cells by class:
type,instances,area [sq um],share of cell area (%)
Clock buffer,10,239,3.59
Multi-Input combinational cell,173,1110,16.7
Antenna cell,3,7.51,0.113
Sequential cell,98,2450,36.8
Timing Repair Buffer,226,2240,33.6
Tap cell,442,553,8.31
Inverter,2,7.51,0.113
Clock inverter,6,47.5,0.714
logic make-up (layout without fill, tap and decap cells):
group                  Yosys count  in the layout  synth area share [%]
AND-OR/OR-AND                   15             15                  3.60
buffers and inverters           52            244                  9.60
flip-flops                      98             98                  64.7
AND/OR/NAND/NOR                121            121                  22.0
other                            1             40                0.0989
final timing paths:
kind                                                   to  slack, ns
setup / recovery                                   rs2[3]       0.79
hold / removal             system_funct12_ex[6]$_DFF_PN0_       0.68
max in group asynchronous      b_type_imm_ex[7]$_DFF_PN0_       3.34
min in group clk0          system_funct12_ex[1]$_DFF_PN0_       1.23
cell usage in the layout, fill, tap and decap left out, types with 2 or more instances in the layout:
master	n
diode_2	3
dfrtp_1	98
clkdlybuf4s50_1	216
nor3b_1	6
nor4_1	2
buf_4	10
a21boi_1	6
clkbuf_16	9
and2_1	76
nand2_1	3
inv_6	3
and3_1	12
nand3_1	2
conb_1	37
a22o_1	5
nor2_1	2
nor3_2	4
Power and IR drop assume default switching activity.
